$ cat ./run.sh
#!/bin/bash
# OpenROAD 26Q1-2900-gdf79404cd8, Yosys 0.63+post, stock flow scripts
make -C /OpenROAD-flow-scripts/flow DESIGN_CONFIG=/design/flow/config.mk WORK_HOME=/design/flow/orfs finish
$ cat ./config.mk
export PLATFORM = sky130hd
export DESIGN_NAME = chip8_keypad
export DESIGN_NICKNAME = chip8_keypad
export VERILOG_FILES = /design/flow/design.v
export SDC_FILE = /design/flow/constraint.sdc
export NUM_CORES = 4
export LEC_CHECK = 1
export CORE_AREA = 10 10 82 82
export DIE_AREA = 0 0 92 92
$ cat ./constraint.sdc
current_design chip8_keypad

set clk_period 2.5
set clk_io_pct 0.2

create_clock -name clk0 -period $clk_period [get_ports {clk}]

set non_clock_inputs [all_inputs -no_clocks]
set_input_delay [expr $clk_period * $clk_io_pct] -clock clk0 $non_clock_inputs
set_output_delay [expr $clk_period * $clk_io_pct] -clock clk0 [all_outputs]
$ cat ./design.v
module chip8_keypad(input wire clk, reset, input wire [15:0] keys_raw, output reg key_pressed, output reg [3:0] key_index, output reg [15:0] key_state);
  reg [15:0] prev_key_state;
  integer i;
  always @(posedge clk or posedge reset)
    begin
      if(reset)
        begin
          key_state <= 16'd0;
          key_pressed <= 0;
          key_index <= 4'd0;
          prev_key_state <= 16'd0;
        end
      else
        begin
          key_state <= keys_raw;
          key_pressed <= 0;
          key_index <= 4'd0;
          for(i = 0; i < 16; i = i + 1)
            begin
              if(keys_raw[i] && !prev_key_state[i] && !key_pressed)
                begin
                  key_index <= i;
                  key_pressed <= 1;
                end
            end
          prev_key_state <= keys_raw;
        end
    end
endmodule
==> impl_metrics.json <==
{
  "synth_flops": 21,
  "hold_ws_ns": 0.6853,
  "synthFlopType": "dfrtp_1",
  "required_ns": 2.64,
  "insertedDiodeCount": 0,
  "cts_buffer_depth": 2,
  "status": "finished, final reports clean",
  "endpoint_kind": "flop",
  "cts.sinks": 21,
  "area_leaders": "dfrtp_1 60%, or2b_2 6.0%, nand2b_1 4.3%, a21oi_1 3.4%, nand2b_4 3.1%",
  "top_cell": "dfrtp_1",
  "async_flop_share_pct": 100.0,
  "row_count": 26,
  "cts_hold_buf": 0,
  "slowest_delay_ns": 0.53,
  "die_h_um": 92,
  "tightest_slew_ns": 0.7892,
  "ys_area_sq_um": 882.1,
  "setup_violations": 0,
  "crit_slowest_cell": "or4_4",
  "path_clk_slew_ns": 0.08,
  "grt_overflow": 0,
  "synth_cell_type_count": 23,
  "finalCritPeriodShare_pct": 81.30,
  "io_pins": 39,
  "min_path_type": "in -> async",
  "drv_slew": 0,
  "swShare_pct": 21.40,
  "cts.htree.levels": 1,
  "fin_util_pct": 27.29,
  "grt_use_total_pct": 5.563,
  "ir_drop_mv": 0.3503,
  "start_kind": "input pin",
  "grt_pass1_vias": 739,
  "vias": 670,
  "fin_setup_tns_ns": 0,
  "tool_warnings": 25,
  "synth_seq_share_pct": 59.57,
  "wirelength_mm": 2.251,
  "post_cts_buffers": 0,
  "switchingPower_mw": 0.1501,
  "critPathKind": "in -> reg",
  "fp_util_pct": 17.38,
  "skew_ns": 0.004659,
  "worst_ep_arrival_time_ns": 2.17,
  "largest_area_cell": "dfrtp_1",
  "drt_iter0_drc": 30,
  "placed_cells": 177,
  "detail_route.first_pass.iterations": 4,
  "crit_path_frequent_cell": "or4_4",
  "final-comb-area_sq_um": 337.8,
  "clockPowerShare_pct": 30.9,
  "synth_cells": 70,
  "portBuffers": 38,
  "ys_cells": 70,
  "p_leak_nw": 0.5680,
  "synthToLayoutAreaGrowth_pct": 57.02,
  "cts_root_buffer": "clkbuf_8",
  "fill_cells": 547,
  "insertion_delay_ns": 0.26,
  "placed_area_sq_mm": 0.001339,
  "cp_cell_sequence": "clkdlybuf4s50_1 > nand2b_1 > a21oi_2 > or4_4 > or4_4",
  "maxClockFrequency_mhz": 492.0,
  "grt_pass1_wl_mm": 3.788,
  "seq_area_sq_um": 525.5,
  "rsz0062_at_grt": "no",
  "fin_cells": 181,
  "drtAntennaViolNets": 0,
  "antenna_found_initial": 0,
  "drc": 0,
  "die_w_um": 92,
  "p_per_area_mw_per_mm2": 506.3,
  "via_per_inst": 3.702,
  "relSlewSlack_pct": 47.33,
  "gp_congestion": 0.8449,
  "cts_buffers": 3,
  "grt_max_degree": 22,
  "comb_power_share_pct": 16.2,
  "period_minus_slack_ns": 2.032,
  "p_int_mw": 0.5511,
  "seq_power_share_pct": 52.9,
  "chipArea_sq_mm": 0.008464,
  "post-dp-hpwl_mm": 1.878,
  "synth_top_area_share_pct": 59.57,
  "drive_gt1_share_pct": 18.02,
  "cts_resized": 0,
  "common_cells": "21 x dfrtp_1, 6 x a21oi_1, 6 x nand2b_1, 6 x or2b_2",
  "enable_flop_cells": 0,
  "cts_tree": "yes",
  "syn_avg_cell_area_sq_um": 12.60,
  "maxCapViolations": 0,
  "crit_fanout": 3,
  "fin_area_sq_mm": 0.001385,
  "core-area_sq_mm": 0.005075,
  "hold_viol": 0,
  "wire_per_inst_um": 12.44,
  "synth_area_sq_um": 882.1,
  "ys_warn_count": 1
}
flip-flops by register name, summed over array words and instances (netlist names):
signal	flops
prev_key_state	16
key_index	4
key_pressed	1
metrics by stage:
stage,total power [mW],setup WS (ns)
after floorplan,0.4075,0.7380
after detailed placement,0.4946,0.1909
final,0.7012,0.4675
after global placement,0.4945,0.2242
after global routing,0.7459,0.4260
after CTS,0.7151,0.4719
metal layers:
metal  global-route usage (%)  routed length (um)  vias up  share of wire, %
met2                    7.941                 913       32                41
met3                    3.542                 308        2                14
li1                         -                   -      333                 -
met4                   0.3856                   7        0              0.31
met5                        0                   0        -                 0
met1                    7.297                1022      303                45
final cells by class:
class | count | share of cell area (%)
clock buffer | 3 | 2.981
clock inverter | 1 | 0.3613
inverter | 2 | 0.5420
multi-input combinational | 46 | 24.39
sequential | 21 | 37.94
tap | 70 | 6.323
timing repair buffer | 38 | 27.46
cells by family after synthesis:
family / synth area share [%]
AOI/OAI and AO/OA: 15.89
and+or+nand+nor: 22.41
DFF: 59.57
buffers and inverters: 2.128
final timing paths:
kind | start | end | slack [ns] | cells past startpoint
max | keys_raw[14] | key_pressed | 0.47 | 5
min | reset | prev_key_state[3] | 0.69 | 2
max reg2reg | key_pressed | key_pressed | 0.70 | 3
min reg2reg | key_pressed | key_index[0] | 0.69 | 1
max in group asynchronous | reset | key_index[3] | 1.32 | 2
min in group clk0 | key_pressed | key_index[0] | 0.69 | 1
layout by cell type, fill, tap and decap left out, drive strengths merged, types with 2 or more instances in the layout:
| master | count |
|---|---|
| a211o | 2 |
| a21o | 2 |
| a21oi | 8 |
| a31oi | 2 |
| and2b | 2 |
| clkbuf | 3 |
| clkdlybuf4s50 | 38 |
| dfrtp | 21 |
| inv | 2 |
| nand2b | 9 |
| nor2 | 2 |
| nor2b | 4 |
| o21ai | 4 |
| or2b | 6 |
| or4 | 2 |
worst max-delay path, delay by kind of cell:
| family | cells | cell delay (ns) |
|---|---|---|
| buf+inv | 1 | 0.45 |
| simple gates | 3 | 1.14 |
| compound gates | 1 | 0.08 |
power by group through the flow:
stage / logic (mW) / registers, mW / clock network, mW
CTS: 0.118 / 0.371 / 0.226
global route: 0.127 / 0.374 / 0.245
finish: 0.114 / 0.371 / 0.217
Power is estimated from default activity; no workload was simulated.
